<file path="/design/flow/run.sh">
#!/bin/bash
# OpenROAD 26Q1-2900-gdf79404cd8, Yosys 0.63+post, stock flow scripts
make -C /OpenROAD-flow-scripts/flow DESIGN_CONFIG=/design/flow/config.mk WORK_HOME=/design/flow/orfs finish
</file>
<file path="/design/flow/config.mk">
export PLATFORM = sky130hd
export DESIGN_NAME = comp_mult_1
export DESIGN_NICKNAME = comp_mult_1
export VERILOG_FILES = /design/flow/design.v
export SDC_FILE = /design/flow/constraint.sdc
export NUM_CORES = 4
export LEC_CHECK = 1
export CORE_UTILIZATION = 40
</file>
<file path="/design/flow/constraint.sdc">
current_design comp_mult_1

set clk_period 14.5
set clk_io_pct 0.2

create_clock -name clk0 -period $clk_period [get_ports {clk}]

set non_clock_inputs [all_inputs -no_clocks]
set_input_delay [expr $clk_period * $clk_io_pct] -clock clk0 $non_clock_inputs
set_output_delay [expr $clk_period * $clk_io_pct] -clock clk0 [all_outputs]
</file>
<file path="/design/flow/design.v">
module comp_mult_1 #(
parameter DWIDTH = 8  
)(
input                              clk      ,  
input                              rst_n    ,  
input                              sw_rst   ,  
input                              op_val   ,  
output reg                         op_rdy   ,  
input      [      2*2*DWIDTH -1:0] op_data  ,  
output reg                         res_val  ,  
input                              res_rdy  ,  
output     [2*2*(DWIDTH + 1) -1:0] res_data    
); 
wire op_ld    ;  
reg  op_ld_d1 ;  
reg  op_ld_d2 ;  
reg  op_ld_d3 ;  
reg  op_ld_d4 ;  
reg  [  DWIDTH -1:0] x1 ;  
reg  [  DWIDTH -1:0] x2 ;  
reg  [  DWIDTH -1:0] y1 ;  
reg  [  DWIDTH -1:0] y2 ;  
reg  [  DWIDTH -1:0] mult_op1 ;  
reg  [  DWIDTH -1:0] mult_op2 ;  
wire [2*DWIDTH -1:0] prod     ;  
reg  [2*DWIDTH -1:0] prod_1_reg ;  
reg  [2*DWIDTH -1:0] prod_3_reg ;  
reg  [2*DWIDTH -1:0] xr         ;  
reg  [2*DWIDTH -1:0] yr         ;  
always @(posedge clk or negedge rst_n)
if(~rst_n)            op_rdy <= 1'b1 ; else
if(sw_rst)            op_rdy <= 1'b1 ; else
if(op_val & op_rdy)   op_rdy <= 1'b0 ; else 
if(res_val & res_rdy) op_rdy <= 1'b1 ; 
assign op_ld = op_val & op_rdy;
always @(posedge clk or negedge rst_n)
if(~rst_n) begin 
    op_ld_d1 <= 1'b0;
    op_ld_d2 <= 1'b0;
    op_ld_d3 <= 1'b0;
    op_ld_d4 <= 1'b0;
end else 
if(sw_rst) begin 
    op_ld_d1 <= 1'b0;
    op_ld_d2 <= 1'b0;
    op_ld_d3 <= 1'b0;
    op_ld_d4 <= 1'b0;
end else begin                        
    op_ld_d1 <= op_ld;     
    op_ld_d2 <= op_ld_d1;  
    op_ld_d3 <= op_ld_d2;  
    op_ld_d4 <= op_ld_d3;  
end 
always @(posedge clk or negedge rst_n)
if(~rst_n)    res_val <= 1'b0 ; else  
if(sw_rst)    res_val <= 1'b0 ; else  
if(op_ld_d4)  res_val <= 1'b1 ; else  
if(res_rdy)   res_val <= 1'b0 ;       
always @(posedge clk or negedge rst_n)
if(~rst_n) begin 
    x1 <= 'd0;
    y1 <= 'd0;
    x2 <= 'd0;
    y2 <= 'd0;
end else 
if(sw_rst) begin 
    x1 <= 'd0;
    y1 <= 'd0;
    x2 <= 'd0;
    y2 <= 'd0;
end else 
if(op_ld) begin                        
    x1 <= op_data[4*DWIDTH -1 -: DWIDTH]; 
    y1 <= op_data[3*DWIDTH -1 -: DWIDTH]; 
    x2 <= op_data[2*DWIDTH -1 -: DWIDTH]; 
    y2 <= op_data[1*DWIDTH -1 -: DWIDTH]; 
end 
always @(*)
casex({op_ld_d1, op_ld_d2, op_ld_d3, op_ld_d4})
4'b1xxx: mult_op1 = x1  ;
4'b01xx: mult_op1 = y1  ;
4'b001x: mult_op1 = x1  ;
4'b0001: mult_op1 = x2  ;
default: mult_op1 = 'd0 ;
endcase 
always @(*)
casex({op_ld_d1, op_ld_d2, op_ld_d3, op_ld_d4})
4'b1xxx: mult_op2 = x2  ;
4'b01xx: mult_op2 = y2  ;
4'b001x: mult_op2 = y2  ;
4'b0001: mult_op2 = y1  ;
default: mult_op2 = 'd0 ;
endcase
signed_mult #(
.DWIDTH (DWIDTH)  
) i_signed_mult (
 .op1    (mult_op1),  
 .op2    (mult_op2),  
 .result (prod    )   
);  
always @(posedge clk or negedge rst_n)
if(~rst_n)   prod_1_reg <= 'b0 ; else 
if(sw_rst)   prod_1_reg <= 'b0 ; else 
if(op_ld_d1) prod_1_reg <= prod;           
always @(posedge clk or negedge rst_n)
if(~rst_n)   xr <= 'b0              ; else 
if(sw_rst)   xr <= 'b0              ; else 
if(op_ld_d2) xr <= prod_1_reg - prod;      
always @(posedge clk or negedge rst_n)
if(~rst_n)   prod_3_reg <= 'b0 ; else 
if(sw_rst)   prod_3_reg <= 'b0 ; else 
if(op_ld_d3) prod_3_reg <= prod;           
always @(posedge clk or negedge rst_n)
if(~rst_n)   yr <= 'b0              ; else 
if(sw_rst)   yr <= 'b0              ; else 
if(op_ld_d4) yr <= prod_3_reg + prod;       
assign res_data = {{{'d2{xr[2*DWIDTH-1]}},xr},
                   {{'d2{yr[2*DWIDTH-1]}},yr}};  
endmodule  
module signed_mult #(
parameter DWIDTH = 8  
)(
input  [  DWIDTH -1:0] op1    ,  
input  [  DWIDTH -1:0] op2    ,  
output [2*DWIDTH -1:0] result    
); 
wire   [  DWIDTH -1:0] abs_op1    ;   
wire   [  DWIDTH -1:0] abs_op2    ;   
wire   [2*DWIDTH -1:0] abs_result ;   
assign abs_op1 = op1[DWIDTH-1] ? (~op1 + 'd1) : op1;  
assign abs_op2 = op2[DWIDTH-1] ? (~op2 + 'd1) : op2;  
unsigned_mult #(
.DWIDTH (DWIDTH)  
)i_unsigned_mult_1(
 .op1    (abs_op1    ),  
 .op2    (abs_op2    ),  
 .result (abs_result )   
);  
assign result = (op1[DWIDTH-1] ^ op2[DWIDTH-1]) ? (~abs_result + 'd1) : abs_result; 
endmodule  
module unsigned_mult #(
parameter DWIDTH = 8  
)(
input  [  DWIDTH -1:0] op1    ,  
input  [  DWIDTH -1:0] op2    ,  
output [2*DWIDTH -1:0] result    
); 
assign result = op1 * op2;   
endmodule  
</file>
==> flow_summary.toml <==
# synthesis and place-and-route metrics
[floorplanning]
dieHeight_um = 147
fp-row-count = 52
initCoreUtil_pct = 41.1
num_io_pins = 75
chip_area_um2 = 21500
die.size.x_um = 147
core_um2 = 20400

[power]
p_seq_share_pct = 46.7
power.density_nw_per_um2 = 68.0
comb_power_share_pct = 19.3
max-vdd-ir-drop_uv = 55.2
leakage_nw = 4.36
power.share.clock_pct = 34.0
internal_power_w = 0.000471
power_switching_share_pct = 28.0
total_switching_power_w = 0.000183
total_power_draw_w = 0.000654

[hold_path]
whs_path_depth = 1
worstHoldEndpoint = "xr[14]"
holdCritStartpoint = "xr[14]"
hold_path_class = "reg -> reg"

[drt]
antenna_violating_nets_post_route = 0
detail_route.wirelength_um = 19900
wl_per_cell_um = 15.6
detailedRoute.firstIterationViolations = 259
route.vias.total = 6738
insertedDiodeCount = 0
drc_errors = 0
vias_per_cell = 5.29
dr.pass1.iters = 5

[yosys]
yosys_area_um2 = 8370
synthTopCellsByCount = "nor2_1, dfrtp_1, inv_1"
ff_type = "dfrtp_1"
synth.largest_area_cell = "dfrtp_1"
enable_flop_cells = 0
netlist.top_cell.by_instances = "nor2_1"
synth_seq_share_pct = 30.5
synthesis.yosys.warnings = 1
netlist_instances = 943
synthTopCellsByArea = "dfrtp_1, ha_1, fa_1, nor2_1, inv_1"
yosys_cells = 943
post_synth_instance_area_um2 = 8370
yosysUniqueCellTypes = 74
synthDominantCellAreaShare_pct = 30.2
ys_seq_elements = 102
synth-async-reset-ratio_pct = 100
synth_area_per_cell_um2 = 8.88

[final_layout]
design_area_um2 = 9620
comb_area_um2 = 5260
fillerInstances = 1946
post_route_cells_drive_above_1_share_pct = 5.98
flow.area_growth_from_synthesis_pct = 14.9
seq_area_um2 = 2550

[clock_network]
clock_latency_at_the_later_pin_of_the_worst_skew_pair_ps = 350
cts.reportedPaths.clkPinSlew_ps = 70
cts_root_buf = "clkbuf_16"
post-cts-setup-buffer-count = 0
cts_repair_resize_count = 0
cts-htree-levels = 3
cts_tree = "yes"
cts_max_path_buffers = 2
cts_made_buffers = 9
ctsHoldBuffers = 0
clock-sinks = 102

[critical_path]
required_ps = 14760
worst_setup_path_end_kind = "flip-flop"
crit_path_max_incr_delay_ps = 630
r2r_cells = 33
worst-endpoint-arrival_ps = 9840
cp_max_fo = 17
cpMostUsedCell = "inv_1"
critical_path_source_type = "flip-flop"
crit_path_top_delay_cell = "dfrtp_1"
worstReg2RegEnd = "xr[15]"
worst_r2r_src = "op_ld_d2"
worstSetupStartpoint = "op_ld_d2"
timing.setup.critical_path_class = "reg -> reg"
worst-r2r-setup-slack_ps = 4910

[grt]
first_global_vias = 6386
globalRouteOverflowTotal = 0
wire_length_of_the_first_global_routing_pass_um = 33400
antenna_violations_before_repair = 0
track_usage_pct = 20.1
grt_start_max_net_pins = 51

[run]
max-cap-violations = 0
log.warning_count = 25

[sta]
tightestPinTransition_ps = 822
max_freq_ghz = 0.104
final-setup-viol-count = 0
skew_ps = 10.5
finalCriticalPeriod_ps = 9590
slew_viol_final = 0
final_critical_path_setup_slack_ps = 4910
timing.slew.headroom_pct = 44.8
finalHoldViolations = 0
setup_tns_ps = 0
min_period_over_period_pct = 66.1
unrepaired_setup_endpoints_after_global_routing = "no"

[status]
run_status = "completed"

[placement]
gp_routability_congestion = 0.891
placedInstanceArea_um2 = 9350
pre_cts_slack_ps = 5010
post_detail_place_hpwl_um = 15100
port_buffers = 74
==> layer usage <==
layer  GRT usage [%]  wire, um
met5               0         0
met4            2.24       257
met3            4.22      1010
met2            29.1      8600
met1            32.9     10100
==> cells in the final DEF, fill, tap and decap left out, types with 4 or more instances in the layout <==
cell,netlist,layout
nor2_1,142,141
dfrtp_1,101,101
inv_1,98,98
clkdlybuf4s50_1,0,72
ha_1,69,69
a21oi_1,65,64
nand2_1,40,40
fa_1,38,38
a22o_1,34,34
a211oi_1,33,33
o21ai_0,31,31
nor3_1,23,23
xnor2_1,23,23
xor2_1,16,16
or2_2,16,16
mux2i_1,16,16
nor2b_1,15,15
nand3_1,14,14
buf_4,5,14
o21a_1,11,11
a21o_1,10,10
clkbuf_16,0,9
a31oi_1,7,7
nand2b_1,7,7
a22oi_1,6,6
nand3b_1,6,6
o211ai_1,5,5
o31ai_1,4,4
nor3b_1,4,4
or3_1,4,4
==> power groups by stage <==
stage	Sequential (W)	Combinational, W	Clock (W)
finish	0.000305	0.000126	0.000222
global route	0.000306	0.000142	0.000241
CTS	0.000305	0.000128	0.000230
==> cells by family after synthesis <==
| kind of cell | Yosys count | synth area share [%] |
|---|---|---|
| AOI/OAI and AO/OA | 245 | 20.3 |
| xor gates and xnor gates | 41 | 4.68 |
| muxes | 18 | 2.21 |
| and+or+nand+nor | 290 | 16.1 |
| buffers and inverters | 140 | 6.80 |
| DFF | 102 | 30.5 |
| adders and majority gates | 107 | 19.4 |
==> final cells by class <==
cell class | count | area share [%]
Timing Repair Buffer | 87 | 8.64
Clock buffer | 12 | 2.56
Tap cell | 270 | 3.51
Multi-Input combinational cell | 701 | 54.7
Inverter | 99 | 3.86
Clock inverter | 3 | 0.221
Sequential cell | 102 | 26.5
==> worst max-delay path by stage <==
stage	end	slack, ps	depth (start not counted)
finish	xr[15]	4910	33
global route	xr[15]	4050	33
CTS	xr[15]	4920	33
==> per-stage QoR <==
stage	hold slack (ps)	utilization (%)	std cells
after floorplan	426	-	943
after global placement	482	45.9	1259
after detailed placement	480	45.9	1259
after CTS	503	47.2	1274
after global routing	525	47.2	1274
final	495	47.2	1274
==> worst max-delay path, delay by kind of cell (launching register included) <==
family | cells | cell delay [ps]
adders and majority gates | 7 | 3170
buffers and inverters | 6 | 670
AOI/OAI and AO/OA | 10 | 2550
xor gates and xnor gates | 2 | 900
and+or+nand+nor | 8 | 1560
DFF | 1 | 630
Power and IR drop assume default switching activity.

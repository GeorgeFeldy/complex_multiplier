<file path="flow/config.mk">
export PLATFORM = sky130hd
export DESIGN_NAME = comp_mult_2
export DESIGN_NICKNAME = comp_mult_2
export VERILOG_FILES = /design/flow/design.v
export SDC_FILE = /design/flow/constraint.sdc
export NUM_CORES = 4
export LEC_CHECK = 1
export CORE_UTILIZATION = 30
</file>
<file path="flow/constraint.sdc">
current_design comp_mult_2

set clk_period 17.5
set clk_io_pct 0.2

create_clock -name clk0 -period $clk_period [get_ports {clk}]

set non_clock_inputs [all_inputs -no_clocks]
set_input_delay [expr $clk_period * $clk_io_pct] -clock clk0 $non_clock_inputs
set_output_delay [expr $clk_period * $clk_io_pct] -clock clk0 [all_outputs]
</file>
<file path="flow/design.v">
module comp_mult_2 #(
parameter DWIDTH = 8  
)(
input                              clk      ,  
input                              rst_n    ,  
input                              sw_rst   ,  
input                              op_val   ,  
output reg                         op_rdy   ,  
input      [      2*2*DWIDTH -1:0] op_data  ,  
output reg                         res_val  ,  
input                              res_rdy  ,  
output     [2*2*(DWIDTH + 1) -1:0] res_data    
); 
wire op_ld    ;  
reg  op_ld_d1 ;  
reg  op_ld_d2 ;  
reg  [  DWIDTH -1:0] x1 ;  
reg  [  DWIDTH -1:0] x2 ;  
reg  [  DWIDTH -1:0] y1 ;  
reg  [  DWIDTH -1:0] y2 ;  
wire [  DWIDTH -1:0] mult0_op2 ;  
wire [  DWIDTH -1:0] mult1_op2 ;  
wire [2*DWIDTH -1:0] prod1 ;  
wire [2*DWIDTH -1:0] prod2 ;  
reg  [ 2*DWIDTH-1:0] xr ;  
reg  [ 2*DWIDTH-1:0] yr ;  
always @(posedge clk or negedge rst_n)
if(~rst_n)            op_rdy <= 1'b1 ; else
if(sw_rst)            op_rdy <= 1'b1 ; else
if(op_val & op_rdy)   op_rdy <= 1'b0 ; else 
if(res_val & res_rdy) op_rdy <= 1'b1 ; 
assign op_ld = op_val & op_rdy;
always @(posedge clk or negedge rst_n)
if(~rst_n) begin 
    op_ld_d1 <= 1'b0;
    op_ld_d2 <= 1'b0;
end else 
if(sw_rst) begin 
    op_ld_d1 <= 1'b0;
    op_ld_d2 <= 1'b0;
end else begin                        
    op_ld_d1 <= op_ld; 
    op_ld_d2 <= op_ld_d1; 
end 
always @(posedge clk or negedge rst_n)
if(~rst_n)    res_val <= 1'b0 ; else  
if(sw_rst)    res_val <= 1'b0 ; else  
if(op_ld_d2)  res_val <= 1'b1 ; else  
if(res_rdy)   res_val <= 1'b0 ;       
always @(posedge clk or negedge rst_n)
if(~rst_n) begin 
    x1 <= 'd0;
    y1 <= 'd0;
    x2 <= 'd0;
    y2 <= 'd0;
end else 
if(sw_rst) begin 
    x1 <= 'd0;
    y1 <= 'd0;
    x2 <= 'd0;
    y2 <= 'd0;
end else 
if(op_ld) begin                        
    x1 <= op_data[4*DWIDTH -1 -: DWIDTH]; 
    y1 <= op_data[3*DWIDTH -1 -: DWIDTH]; 
    x2 <= op_data[2*DWIDTH -1 -: DWIDTH]; 
    y2 <= op_data[1*DWIDTH -1 -: DWIDTH]; 
end 
assign mult0_op2 = op_ld_d1 ? x2 : y2 ;  
assign mult1_op2 = op_ld_d1 ? y2 : x2 ;  
signed_mult #(
.DWIDTH (DWIDTH)  
)i_signed_mult_0(
 .op1    (x1        ),  
 .op2    (mult0_op2 ),  
 .result (prod1     )   
);  
signed_mult #(
.DWIDTH (DWIDTH)  
)i_signed_mult_1(
 .op1    (y1        ),  
 .op2    (mult1_op2 ),  
 .result (prod2     )   
);  
always @(posedge clk or negedge rst_n)
if(~rst_n)   xr <= 'b0             ; else 
if(sw_rst)   xr <= 'b0             ; else 
if(op_ld_d1) xr <= prod1 - prod2 ;       
always @(posedge clk or negedge rst_n)
if(~rst_n)   yr <= 'b0           ; else 
if(sw_rst)   yr <= 'b0           ; else 
if(op_ld_d2) yr <= prod1 + prod2 ;       
assign res_data = {{{'d2{xr[2*DWIDTH-1]}},xr},
                   {{'d2{yr[2*DWIDTH-1]}},yr}};  
endmodule  
module signed_mult #(
parameter DWIDTH = 8  
)(
input  [  DWIDTH -1:0] op1    ,  
input  [  DWIDTH -1:0] op2    ,  
output [2*DWIDTH -1:0] result    
); 
wire   [  DWIDTH -1:0] abs_op1    ;   
wire   [  DWIDTH -1:0] abs_op2    ;   
wire   [2*DWIDTH -1:0] abs_result ;   
assign abs_op1 = op1[DWIDTH-1] ? (~op1 + 'd1) : op1;  
assign abs_op2 = op2[DWIDTH-1] ? (~op2 + 'd1) : op2;  
unsigned_mult #(
.DWIDTH (DWIDTH)  
)i_unsigned_mult_1(
 .op1    (abs_op1    ),  
 .op2    (abs_op2    ),  
 .result (abs_result )   
);  
assign result = (op1[DWIDTH-1] ^ op2[DWIDTH-1]) ? (~abs_result + 'd1) : abs_result; 
endmodule  
module unsigned_mult #(
parameter DWIDTH = 8  
)(
input  [  DWIDTH -1:0] op1    ,  
input  [  DWIDTH -1:0] op2    ,  
output [2*DWIDTH -1:0] result    
); 
assign result = op1 * op2;   
endmodule  
</file>
<file path="flow/run.sh">
#!/bin/bash
# OpenROAD 26Q1-2900-gdf79404cd8, Yosys 0.63+post, stock flow scripts
make -C /OpenROAD-flow-scripts/flow DESIGN_CONFIG=/design/flow/config.mk WORK_HOME=/design/flow/orfs finish
</file>
==> results.cfg <==
; flow metrics
[logic_synthesis]
synth_top_flop_cell = dfrtp_1
synth-edff-count = 0
yosys.stat.seqShare_pct = 18.0
ys_sh_xor_pct = 8.98
ys_top_logic_family = adder cells
yosys_warnings = 1
ys_sh_aoi_pct = 15.2
mux_share_pct = 3.10
top_area_cell = dfrtp_1
synth_area_per_cell_um2 = 8.50
ys_seq_elements = 68
top_cell_area_share_pct = 17.8
synth_area_um2 = 9440
top_cell = nor2_1
top_cells_by_area = dfrtp_1 (18%), fa_1 (16%), ha_1 (14%)
yosys_area_um2 = 9440
ys_cells = 1110
adder_share_pct = 30.0
synth-simple-area-share_pct = 16.6
synthTopCellsByCount = nor2_1 (193), inv_1 (156), ha_1 (108)
synthCells = 1110
async_flop_share_pct = 100
synth.distinct_cells = 69

[cts]
clockBufferDepth = 2
holdBufCountCts = 0
cts.sink_count = 68
ctsResizeCount = 0
cts_tree = yes
htree_levels = 3
path_clk_slew_ns = 0.06
postCtsSetupBuffers = 0
clk_latency_ns = 0.32
numCtsBuffers = 9
cts_root_buffer = clkbuf_16

[global_route]
antenna_found_initial = 0
grt_pass1_wl_um = 36900
grt_max_degree = 61
grt.overflow.total = 0
groute.usage.overall_pct = 14.7
first_global_vias = 7227

[setup_path]
slowest_delay_ns = 0.63
cp.required_ns = 17.74
cp_slowest_cell = or4b_2
crit_path_end_kind = flop
r2r_slack_ns = 8.86
critPathTopFamily = adder cells
worstSetupPathType = flop to flop
worstSetupStartpointType = flop
critPathMaxFanout = 60
worst-path-buf-inv = 5
critPathArrivalTime_ns = 8.87

[power_and_ir_drop]
pwr_density_cell_nw_per_um2 = 81.3
power.leakage_nw = 5.13
ir_worst_vdd_mv = 0.0525

[routing]
dr.pass1.iters = 7
drtIter0Drc = 412
num_vias = 7547
drc = 0
vias_per_cell = 4.82
drt-wirelength-per-cell_um = 14.0
n_antenna_cell = 0
postRouteAntennaNets = 0
drt_wl_total_um = 22000

[sta]
fmax_mhz = 116
max-slew-margin-rel_pct = 37.2
drv_slew = 0
whs_ns = 0.514
fin_crit_sh_pct = 49.4
fin_crit_ns = 8.64
setup_ws_ns = 8.86
worst-slew-pin-transition_ns = 0.936
rsz0062_at_grt = false
setup-tns-final_ns = 0
clock_skew_ns = 0.00575
hold_viol = 0
setup_viol = 0

[flow_run]
maxCapViolCount = 0
warning_count = 40

[place]
dp.final_hpwl_um = 18000
pre_cts_ws_ns = 8.90
gpl.final_weighted_congestion = 0.910
port_buffers = 74

[cells_and_area]
drive_gt1_share_pct = 5.65
area_delta_synth_final_pct = 14.9
fillers = 3176

[floorplan]
ios = 75
core-area_um2 = 30700
die_area_um2 = 32200
row_count = 64
initial_core_util_pct = 30.7
die_width_um = 179
die_h_um = 179

[worst_hold_path]
hold_class = flop to flop

[run_status]
status = finished clean
-- kinds of logic (layout without fill, tap and decap cells) --
family / Yosys count / after routing
DFF: 68 / 68
and+or+nand+nor: 338 / 338
muxes: 28 / 28
AOI/OAI and AO/OA: 202 / 202
buffers and inverters: 197 / 256
xor gates and xnor gates: 95 / 95
adders and majority gates: 182 / 182
-- layout by cell type (no fill, tap or decap), drive strengths merged, types with 5 or more instances in the layout --
| master | instances |
|---|---|
| a211oi | 19 |
| a21o | 11 |
| a21oi | 43 |
| a22o | 33 |
| a311oi | 5 |
| a31oi | 6 |
| and2 | 6 |
| buf | 9 |
| clkbuf | 13 |
| clkdlybuf4s50 | 73 |
| dfrtp | 67 |
| fa | 74 |
| ha | 108 |
| inv | 157 |
| mux2i | 28 |
| nand2 | 33 |
| nand2b | 11 |
| nand3 | 8 |
| nor2 | 193 |
| nor2b | 6 |
| nor3 | 17 |
| o211ai | 6 |
| o21a | 10 |
| o21ai | 25 |
| o21bai | 7 |
| o31ai | 10 |
| or2 | 29 |
| or3 | 12 |
| xnor2 | 58 |
| xor2 | 36 |
-- per-layer routing --
metal	up-vias	GRT usage [%]	part of all wire, %
met5	-	0	0
met4	0	1.65	1.0
met3	12	3.61	6.7
met2	207	21.7	41
met1	3512	22.7	51
li1	3816	-	-
-- tightest hold or removal path, delay by kind of cell (launching register included) --
kind	cells	cell delay (ns)
AND/OR/NAND/NOR	1	0.06
flip-flops	1	0.35
AND-OR/OR-AND	1	0.07
-- state kept, by name (all words and copies together), names as in the netlist --
register,count
xr,16
yr,16
x1,8
x2,8
y1,8
y2,8
op_ld_d1,1
op_ld_d2,1
op_rdy,1
res_val,1
-- stage by stage --
step / utilization [%] / area, um2 / power, W / instances
2_1_floorplan: - / 9440 / 0.000576 / 1110
3_3_place_gp: 34.4 / 10600 / 0.000712 / 1550
3_5_place_dp: 34.4 / 10600 / 0.000712 / 1550
4_1_cts: 35.3 / 10800 / 0.000889 / 1565
5_1_grt: 35.3 / 10800 / 0.000960 / 1565
6_report: 35.3 / 10800 / 0.000882 / 1565
-- area by class of cell --
cell class / count / area, um2 / share of cell area (%)
Timing Repair Buffer: 82 / 798 / 7.36
Sequential cell: 68 / 1700 / 15.7
Inverter: 159 / 597 / 5.50
Multi-Input combinational cell: 845 / 6980 / 64.4
Clock buffer: 13 / 260 / 2.40
Clock inverter: 2 / 10.0 / 0.0923
Tap cell: 396 / 495 / 4.57
-- worst paths after layout --
| kind | from | endpoint | cells past startpoint |
|---|---|---|---|
| worst max-delay path | op_ld_d1 | xr[15] | 31 |
| worst min-delay path | yr[14] | yr[14] | 2 |
| worst max register to register | op_ld_d1 | xr[15] | 31 |
| worst min register to register | yr[14] | yr[14] | 2 |
| max in group asynchronous | rst_n | op_ld_d1 | 2 |
| min in group asynchronous | rst_n | yr[4] | 1 |
-- power breakdown --
group | total [W] | internal [W] | switching [W]
Sequential | 0.000184 | 0.000170 | 0.0000137
Clock | 0.000171 | 0.000103 | 0.0000687
Combinational | 0.000527 | 0.000224 | 0.000303
No activity file was given, so power comes from the tool's default toggle rates.
